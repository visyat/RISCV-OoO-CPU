==> flow/run.sh <==
#!/bin/bash
# OpenROAD 26Q1-2900-gdf79404cd8, Yosys 0.63+post, stock flow scripts
make -C /OpenROAD-flow-scripts/flow DESIGN_CONFIG=/design/flow/config.mk WORK_HOME=/design/flow/orfs finish
==> flow/config.mk <==
export PLATFORM = sky130hd
export DESIGN_NAME = Unified_Issue_Queue
export DESIGN_NICKNAME = Unified_Issue_Queue
export VERILOG_FILES = /design/flow/design.v
export SDC_FILE = /design/flow/constraint.sdc
export NUM_CORES = 4
export LEC_CHECK = 1
export CORE_AREA = 10 10 307 307
export DIE_AREA = 0 0 317 317
==> flow/constraint.sdc <==
current_design Unified_Issue_Queue

set clk_period 1.0
set clk_io_pct 0.2

create_clock -name clk0 -period $clk_period [get_ports {clk}]

set non_clock_inputs [all_inputs -no_clocks]
set_input_delay [expr $clk_period * $clk_io_pct] -clock clk0 $non_clock_inputs
set_output_delay [expr $clk_period * $clk_io_pct] -clock clk0 [all_outputs]
==> flow/design.v <==
`timescale 1ns / 1ps
module Unified_Issue_Queue (
    input clk,
    input rstn,
    input stall_in,
    input [31:0] PC_in,
    input [6:0] opcode_in, 
    input [2:0] funct3_in,
    input [6:0] funct7_in, 
    input [5:0] srcReg1_p_in,
    input [5:0] srcReg2_p_in, 
    input [31:0] imm_in,
    input [5:0] destReg_p_in,
    input [31:0] srcReg1_data_ARF_in,
    input [31:0] srcReg2_data_ARF_in,
    input [63:0] ROB_issue_ready_in,
    input [5:0] reg0_ROB_in,
    input [31:0] reg0_data_ROB_in,
    input [5:0] reg1_ROB_in,
    input [31:0] reg1_data_ROB_in,
    input [5:0] reg2_ROB_in,
    input [31:0] reg2_data_ROB_in,
    input [5:0] ROBNum_in,
    input FU_ready_ALU0_in,
    input FU_ready_ALU1_in,
    input FU_ready_ALU2_in,
    output reg stall_out,
    output reg [31:0] PC_issue0,
    output reg [3:0] optype_issue0,
    output reg [1:0] aluNum_issue0,
    output reg [31:0] srcReg1_data_issue0,
    output reg [31:0] srcReg2_data_issue0,
    output reg [31:0] imm_issue0,
    output reg [5:0] destReg_issue0,
    output reg [5:0] ROBNum_issue0,
    output reg [31:0] PC_issue1,
    output reg [3:0] optype_issue1,
    output reg [1:0] aluNum_issue1,
    output reg [31:0] srcReg1_data_issue1,
    output reg [31:0] srcReg2_data_issue1,
    output reg [31:0] imm_issue1,
    output reg [5:0] destReg_issue1,
    output reg [5:0] ROBNum_issue1,
    output reg [31:0] PC_issue2,
    output reg [3:0] optype_issue2,
    output reg [1:0] aluNum_issue2,
    output reg [31:0] srcReg1_data_issue2,
    output reg [31:0] srcReg2_data_issue2,
    output reg [31:0] imm_issue2,
    output reg [5:0] destReg_issue2,
    output reg [5:0] ROBNum_issue2
);
    reg [63:0]  VALID;
    reg [31:0]  PC [63:0];
    reg [3:0]   OP [63:0];
    reg [5:0]   DESTREG [63:0];
    reg [5:0]   SRCREG1 [63:0];
    reg [31:0]  SRC1DATA [63:0];
    reg [63:0]  SRC1READY;
    reg [5:0]   SRCREG2 [63:0];
    reg [31:0]  SRC2DATA [63:0];
    reg [63:0]  SRC2READY;
    reg [31:0]  IMM [63:0];
    reg [1:0]   FU [63:0];
    reg [63:0]  FU_READY;
    reg [5:0]   ROB [63:0];
    integer i, j, k, m, n;
    reg [1:0] issued = 0;
    reg [2:0] fu_taken;
    reg [1:0] alu_round_robin = 0;
    reg inc_round_robin = 0;
    reg [31:0] PC_issue [2:0];
    reg [3:0] optype_issue [2:0];
    reg [1:0] aluNum_issue [2:0];
    reg [31:0] srcReg1_data_issue [2:0];
    reg [31:0] srcReg2_data_issue [2:0];
    reg [31:0] imm_issue [2:0];
    reg [5:0] destReg_issue [2:0];
    reg [5:0] ROBNum_issue [2:0];
    parameter ADD   =  4'd1;
    parameter ADDI  =  4'd2;
    parameter LUI   =  4'd3;
    parameter ORI   =  4'd4;
    parameter XOR   =  4'd5;
    parameter SRAI  =  4'd6;
    parameter LB    =  4'd7;
    parameter LW    =  4'd8;
    parameter SB    =  4'd9;
    parameter SW    =  4'd10;
    reg [3:0] op_type;
    always @(*) begin
        if (~rstn) begin
            op_type <= 4'd0;
        end
        else begin
            op_type = 4'd0;
            case (opcode_in)
                7'b0110011: begin  
                    case (funct3_in)
                        3'b000: op_type = ADD;
                        3'b100: op_type = XOR;
                    endcase
                end
                7'b0010011: begin  
                    case (funct3_in)
                        3'b000: op_type = ADDI;
                        3'b101: op_type = SRAI;
                        3'b110: op_type = ORI;
                    endcase
                end
                7'b0110111: op_type = LUI;  
                7'b0000011: begin  
                    case (funct3_in)
                        3'b000: op_type = LB;
                        3'b010: op_type = LW;
                    endcase
                end
                7'b0100011: begin  
                    case (funct3_in)
                        3'b000: op_type = SB;
                        3'b010: op_type = SW;
                    endcase
                end
            endcase
        end
    end
    always @(posedge clk or negedge rstn) begin
        if (~rstn) begin  
            stall_out = 1'b0;
            VALID = 'b0;
            SRC1READY = 'b0;
            SRC2READY = 'b0;
            FU_READY = 'b0;
            for (i=0; i<64; i=i+1) begin
                PC[i] = 'b0;
                OP[i] = 'b0;
                DESTREG[i] = 'b0;
                SRCREG1[i] = 'b0;
                SRC1DATA[i] = 'b0;
                SRCREG2[i] = 'b0;
                SRC2DATA[i] = 'b0;
                IMM[i] = 'b0;
                FU[i] = 'b0;
                ROB[i] = 'b0;
            end
        end else begin
            if (~stall_in && op_type != 0) begin 
                for (i=0; i<64; i=i+1) begin
                    if (~VALID[i]) begin  
                        VALID[i] = 1'b1;
                        SRC1READY[i] = 1'b0;
                        SRC2READY[i] = 1'b0;
                        PC[i] = PC_in;
                        OP[i] = op_type;
                        DESTREG[i] = destReg_p_in;
                        IMM[i] = imm_in;
                        SRCREG1[i] = srcReg1_p_in;
                        SRCREG2[i] = srcReg2_p_in;
                        SRC1DATA[i] = srcReg1_data_ARF_in;
                        SRC2DATA[i] = srcReg2_data_ARF_in;
                        if (op_type == LUI) begin
                            SRC1READY[i]   = 1'b1;
                            SRC1DATA[i]    = 32'b0;
                        end
                        if ((op_type == LUI) || (op_type == ORI) || (op_type == SRAI) || (op_type == ADDI)|| (op_type == LW) || (op_type == LB)) begin
                            SRC2READY[i]   = 1'b1;
                            SRC2DATA[i]    = 32'b0;
                        end
                        ROB[i] = ROBNum_in;
                        if (op_type == LW || op_type == LB || op_type == SW || op_type == SB) begin
                            FU[i] = 2'd2;
                            inc_round_robin = 1'b0;
                            if (alu_round_robin == 2'd2) begin
                                alu_round_robin = 2'd0;
                            end
                        end else begin
                            FU[i] = alu_round_robin;
                            inc_round_robin = 1'b1;
                        end
                        if (inc_round_robin) begin
                            alu_round_robin = alu_round_robin+1;
                            if (alu_round_robin == 2'd3) begin
                                alu_round_robin = 2'd0;
                            end
                        end
                        i = 65;  
                    end
                end
                if (i == 64) begin 
                    stall_out = 1'b1;
                end
            end
        end
    end
    always @(*) begin
        for (j=0; j<64; j=j+1) begin
            if (VALID[j]) begin
                if (FU[j] == 2'd0 && FU_ready_ALU0_in) begin
                    FU_READY[j] = 1'b1;
                end
                if (FU[j] == 2'd1 && FU_ready_ALU1_in) begin
                    FU_READY[j] = 1'b1;
                end
                if (FU[j] == 2'd2 && FU_ready_ALU2_in) begin
                    FU_READY[j] = 1'b1;
                end
            end
        end
    end
    always @(*) begin
        for (m=0; m<64; m=m+1) begin
            if (VALID[m]) begin
                if (SRCREG1[m] == reg0_ROB_in) begin
                    SRC1DATA[m] = reg0_data_ROB_in;
                end
                if (SRCREG1[m] == reg1_ROB_in) begin
                    SRC1DATA[m] = reg1_data_ROB_in;
                end
                if (SRCREG1[m] == reg2_ROB_in) begin
                    SRC1DATA[m] = reg2_data_ROB_in;
                end
                if (SRCREG2[m] == reg0_ROB_in) begin
                    SRC2DATA[m] = reg0_data_ROB_in;
                end
                if (SRCREG2[m] == reg1_ROB_in) begin
                    SRC2DATA[m] = reg1_data_ROB_in;
                end
                if (SRCREG2[m] == reg2_ROB_in) begin
                    SRC2DATA[m] = reg2_data_ROB_in;
                end
            end 
        end
    end
    always @(*) begin
        for (n=0; n<64; n=n+1) begin
            if (VALID[n]) begin
                if (ROB_issue_ready_in[SRCREG1[n]]) begin
                    SRC1READY[n] = 1'b1;
                end
                if (ROB_issue_ready_in[SRCREG2[n]]) begin
                    SRC2READY[n] = 1'b1;
                end
            end
        end
    end
    always @(posedge clk or negedge rstn) begin
        if (~rstn) begin
            for (k=0; k<3; k=k+1) begin
                PC_issue[k] = 'b0;
                optype_issue[k] = 'b0;
                aluNum_issue[k] = 'b0;
                srcReg1_data_issue[k] = 'b0;
                srcReg2_data_issue[k] = 'b0;
                imm_issue[k] = 'b0;
                destReg_issue[k] = 'b0;
                ROBNum_issue[k] = 'b0;
            end
            fu_taken = 'b0;
        end else begin
            issued = 0;
            fu_taken = 'b0;
            for (k=0; k<64; k=k+1) begin
                if (VALID[k] && SRC1READY[k] && SRC2READY[k] && FU_READY[k] && ~fu_taken[FU[k]]) begin
                    PC_issue[FU[k]] = PC[k];
                    optype_issue[FU[k]] = OP[k];
                    aluNum_issue[FU[k]] = FU[k];
                    srcReg1_data_issue[FU[k]] = SRC1DATA[k];
                    srcReg2_data_issue[FU[k]] = SRC2DATA[k];
                    imm_issue[FU[k]] = IMM[k];
                    destReg_issue[FU[k]] = DESTREG[k];
                    ROBNum_issue[FU[k]] = ROB[k];
                    VALID[k] = 1'b0;
                    fu_taken[FU[k]] = 1'b1;
                    if (issued == 2'd2) begin
                        k = 65; 
                    end else begin
                        issued = issued+1;
                    end 
                end
            end
        end
        PC_issue0 = PC_issue[0];
        optype_issue0 = optype_issue[0];
        aluNum_issue0 = aluNum_issue[0];
        srcReg1_data_issue0 = srcReg1_data_issue[0];
        srcReg2_data_issue0 = srcReg2_data_issue[0];
        imm_issue0 = imm_issue[0];
        destReg_issue0 = destReg_issue[0];
        ROBNum_issue0 = ROBNum_issue[0];
        PC_issue1 = PC_issue[1];
        optype_issue1 = optype_issue[1];
        aluNum_issue1 = aluNum_issue[1];
        srcReg1_data_issue1 = srcReg1_data_issue[1];
        srcReg2_data_issue1 = srcReg2_data_issue[1];
        imm_issue1 = imm_issue[1];
        destReg_issue1 = destReg_issue[1];
        ROBNum_issue1 = ROBNum_issue[1];
        PC_issue2 = PC_issue[2];
        optype_issue2 = optype_issue[2];
        aluNum_issue2 = aluNum_issue[2];
        srcReg1_data_issue2 = srcReg1_data_issue[2];
        srcReg2_data_issue2 = srcReg2_data_issue[2];
        imm_issue2 = imm_issue[2];
        destReg_issue2 = destReg_issue[2];
        ROBNum_issue2 = ROBNum_issue[2];
    end
endmodule
==> summary.txt <==
HP Class: in -> async
failing checks: setup timing
Worst setup SP type: primary input
ANT cells: 0
DRC violations left: 0
Sw Ratio: 0.6101
number of warnings the tools reported: 370
final wirelength: 6.799 mm
fraction of layout instances using a drive strength above 1: 0.03640
Syn Area/Cell: 7.524 um^2
Rows: 108
vias post-DR: 1392
internal power: 93.95 uW
Chip Area, Yosys: 3393 um^2
largest net degree at the start of global routing: 4
post-layout min period: 1034 ps
vias per cell: 0.8582
P_leak: 1.557 nW
Synthesized registers: 1
initial DRC count: 3
die area: 100500 um^2
cell type with the largest total area after synthesis: buf_4
outcome: finished with violations
Pre-antenna DRT Iters: 2
Top cells excl fill/tap: conb_1 (438), dlygate4sd2_1 (4), buf_4 (4), buf_2 (3)
Finished Layout Cells: 1622
dominant logic cell type in the layout: conb_1
Peak Freq: 967.3 MHz
Clk pin slew, worst setup/hold paths: 0 ps
combinational share of power: 0.829
max reg flops: 1
global-route wire length before repair: 7.583 mm
chip width: 317 um
Req. time, crit path: 900 ps
CP endpoint kind: flop
Tot Pwr: 240.9 uW
Avg WL per Cell: 4.192 um
final worst-path cycle share: 1.034
Top-area cell share: 0.9690
P_sw: 147.0 uW
CP Max Fanout: 3
port bufs: 13
RSZ-0062 raised after global routing: true
Core Region: 87160 um^2
GRT overflow: 0
io pins: 792
Final Max Slew Viols: 0
initial antenna violation count: 1
WP data arrival: 930 ps
yosys warns: 4499
antenna-violating nets left: 0
clock network power share: 0
total power per unit cell area: 71.46 nW/um^2
Worst Skew: 0 ps
Die Ht: 317 um
area grow syn2layout: -0.6269%
Cell Area, Synth: 3393 um^2
Synth area leaders: buf_4 (97%), dfrtp_1 (0.74%), a21oi_1 (0.44%)
cell count in the Yosys report: 451
final setup fails: 1
endpoints failing hold: 0
Latency at later pin: 0 ps
Routability Congestion: 0.5790
sequential power share: 0.171
Mapped Cells: 451
Tot GR Track Use: 0.008757
Final WS setup: -33.76 ps
Setup CP Type: in -> reg
FP Core Util: 0.03893
count of cell types in the netlist: 12
vias in the first global route: 1816
Seq/Total Area, Yosys: 0.007375
maximum vdd drop: 0.1668 mV
max-cap violations: 0
cts hold-fix bufs: 0
placed cells: 1621
HPWL after DPL: 6.486 mm
==> worst paths after layout <==
kind                       slack, ps  cells past startpoint                  start               endpoint
min                               90                      2                   rstn  stall_out$_DFFE_PN0P_
min reg2reg                      560                      2  stall_out$_DFFE_PN0P_  stall_out$_DFFE_PN0P_
min in group clk0                520                      4           opcode_in[6]  stall_out$_DFFE_PN0P_
max in group asynchronous        830                      2                   rstn  stall_out$_DFFE_PN0P_
max                              -30                      4           opcode_in[2]  stall_out$_DFFE_PN0P_
max reg2reg                      330                      2  stall_out$_DFFE_PN0P_  stall_out$_DFFE_PN0P_
==> Yosys cell counts (all sizes together) <==
| cell type | number |
|---|---|
| a211oi | 1 |
| a21oi | 3 |
| buf | 438 |
| conb | 1 |
| dfrtp | 1 |
| inv | 1 |
| nor2 | 1 |
| nor2b | 1 |
| nor4b | 1 |
| o2111ai | 1 |
| o31ai | 1 |
| or3b | 1 |
==> power by group through the flow <==
stage,logic (mW),clock network (mW),registers [mW]
CTS,0.234,0,0.0412
global route,0.305,0,0.0412
finish,0.200,0,0.0412
==> repair_timing <==
| action | in CTS | in global routing |
|---|---|---|
| buffers inserted | 1 | 0 |
| setup endpoints to repair | 1 | 1 |
| pin swaps | 6 | 4 |
| resized | 36 | 8 |
==> final cells by class <==
class	instances	area, um^2
Fill cell	10312	83790
Multi-Input combinational cell	448	1745
Tap cell	1155	1445
Timing Repair Buffer	17	152.6
Sequential cell	1	25.02
Inverter	1	3.754
==> worst max-delay path, cell delays in order <==
cell	delay, ps
clkdlybuf4s15_1	230
nor2_1	150
o2111ai_1	110
o31ai_1	240
==> cell families after synthesis <==
group | Yosys count | synth area share
flops | 1 | 0.007373
compound gates | 6 | 0.01143
other cells | 1 | 0.001105
buf+inv | 439 | 0.9701
simple gates | 4 | 0.009955
==> routing by layer <==
layer / global-route usage / vias up / routed length, um / share of wire
met1: 0.01099 / 533 / 2772 / 0.41
li1: - / 521 / - / -
met2: 0.01393 / 336 / 2397 / 0.35
met5: 0 / - / 0 / 0
met4: 0 / 0 / 13 / 0.0019
met3: 0.004762 / 2 / 1616 / 0.24
==> stage by stage <==
| stage | util | setup WS (ps) | setup TNS, ps | hold slack, ps | area, um^2 |
|---|---|---|---|---|---|
| 2_1_floorplan | - | 125.6 | 0 | -95.59 | 5034 |
| 3_3_place_gp | 0.03847 | -365.3 | -365.3 | 471.1 | 3353 |
| 3_5_place_dp | 0.03847 | -373.5 | -373.5 | 472.4 | 3353 |
| 4_1_cts | 0.03854 | -32.57 | -32.57 | 183.5 | 3359 |
| 5_1_grt | 0.03869 | -122.1 | -122.1 | 94.10 | 3372 |
| 6_report | 0.03869 | -33.76 | -33.76 | 91.00 | 3372 |
Power is estimated from default activity; no workload was simulated.
