<file path="./config.mk">
export PLATFORM = sky130hd
export DESIGN_NAME = Complete
export DESIGN_NICKNAME = Complete
export VERILOG_FILES = /design/flow/design.v
export SDC_FILE = /design/flow/constraint.sdc
export NUM_CORES = 4
export LEC_CHECK = 1
export CORE_AREA = 10 10 196 196
export DIE_AREA = 0 0 206 206
</file>
<file path="./constraint.sdc">
current_design Complete

set clk_period 1.0
set clk_io_pct 0.2

create_clock -name clk0 -period $clk_period [get_ports {clk}]

set non_clock_inputs [all_inputs -no_clocks]
set_input_delay [expr $clk_period * $clk_io_pct] -clock clk0 $non_clock_inputs
set_output_delay [expr $clk_period * $clk_io_pct] -clock clk0 [all_outputs]
</file>
<file path="./design.v">
`timescale 1ns / 1ps
module Complete(
    input clk,
    input rstn,
    input [31:0] PC_complete0_out,
    input [5:0] destReg_complete0_out, 
    input [31:0] destReg_data_complete0_out,
    input [5:0] ROBNum_complete0_out, 
    input [31:0] PC_complete1_out,
    input [5:0] destReg_complete1_out, 
    input [31:0] destReg_data_complete1_out,
    input [5:0] ROBNum_complete1_out, 
    input [31:0] PC_complete2_out,
    input [5:0] destReg_complete2_out, 
    input [31:0] destReg_data_complete2_out,
    input [5:0] ROBNum_complete2_out, 
    output reg [31:0] complete_pc_0,
    output reg [31:0] complete_pc_1,
    output reg [31:0] complete_pc_2,
    output reg [31:0] new_dr_data_0,
    output reg [31:0] new_dr_data_1,
    output reg [31:0] new_dr_data_2,
    output reg [5:0] complete_dr_0,
    output reg [5:0] complete_dr_1,
    output reg [5:0] complete_dr_2,
    output reg [5:0] ROB_complete_0,
    output reg [5:0] ROB_complete_1,
    output reg [5:0] ROB_complete_2
    );
    always @(posedge clk) begin
        complete_pc_0 <= PC_complete0_out;
        complete_pc_1 <= PC_complete1_out;
        complete_pc_2 <= PC_complete2_out;  
        new_dr_data_0 <=destReg_data_complete0_out;
        new_dr_data_1 <=destReg_data_complete1_out;
        new_dr_data_2 <=destReg_data_complete2_out;
        complete_dr_0 <=destReg_complete0_out;
        complete_dr_1 <=destReg_complete1_out;
        complete_dr_2 <=destReg_complete2_out;
        ROB_complete_0 <=ROBNum_complete0_out;
        ROB_complete_1 <=ROBNum_complete1_out;
        ROB_complete_2 <=ROBNum_complete2_out;
    end
endmodule
</file>
<file path="./run.sh">
#!/bin/bash
# OpenROAD 26Q1-2900-gdf79404cd8, Yosys 0.63+post, stock flow scripts
make -C /OpenROAD-flow-scripts/flow DESIGN_CONFIG=/design/flow/config.mk WORK_HOME=/design/flow/orfs finish
</file>
==> impl_metrics.csv <==
group,metric,value,unit
layout,logic_gates,0,
logic_synthesis,syn_inst,228,
placement,place_congestion,0.8204,
logic_synthesis,synth_top_cell_by_area,"dfxtp_1",
layout,mi_logic_area,0,sq um
clocking,htreeDepth,1,
placement,dp_hpwl,15300,microns
floorplanning,die_area,42440,sq um
sta,period_needed,1.152,ns
route,diodes,0,
placement,dp_cells,1139,
sta,setup_tns,-26.21,ns
sta,tightest_slew,0.1528,ns
logic_synthesis,edf_count,0,
pwr,peakVddDrop,1.211,mV
route,viasPerCell,2.940,
outcome,status,"finished with violations",
global_route,grt_max_degree,14,
logic_synthesis,top_cells_by_count,"dfxtp_1 (228)",
clocking,cts_made_buffers,25,
clocking,clk_path_buf_depth,3,
worst_setup_path,cp-end-kind,"output pin",
route,vias,3481,
layout,fin_util,27.54,%
worst_setup_path,crit_family,"flip-flops",
route,final_antenna_net_count,0,
worst_setup_path,cp_slowest_stage_delay,0.33,ns
global_route,grt_pass1_wl,25540,microns
floorplanning,io_pins,458,
outcome,violations,"negative setup slack",
global_route,grt_pass1_vias,3814,
pwr,power.density,2121,nW/um^2
route,dr.pass1.iters,4,
logic_synthesis,async_reset_ff_share,0,%
global_route,overflow,0,
worst_hold_path,hold_class,"input pin to register",
route,drt-total-wl,18960,microns
route,wl_per_cell,16.02,microns
worst_setup_path,crit_arrival,0.95,ns
sta,slew_headroom,89.81,%
sta,slew_viol_final,0,
sta,period_used_share,115.2,%
worst_setup_path,start_kind,"register",
worst_setup_path,cp_slowest_cell,"dfxtp_2",
clocking,clk_pin_slew,0.06,ns
layout,instances_no_fill,1184,
logic_synthesis,synth.most_common_cell,"dfxtp_1",
logic_synthesis,synth_area,4564,sq um
sta,max_freq,867.7,MHz
floorplanning,die_h,206,microns
layout,area_growth,107.4,%
sta,setup_slack,-0.1524,ns
pwr,p_leak,0.004121,uW
logic_synthesis,yosys_warnings,1,
logic_synthesis,ys_seq_share,100.0,%
floorplanning,die_x,206,microns
global_route,antenna_found_initial,0,
clocking,cts_tree,"done",
worst_setup_path,critical_path_required,0.80,ns
clocking,cts_hold_buf,0,
placement,pre_cts_slack,-0.03276,ns
logic_synthesis,top_cell_area_share,100.0,%
floorplanning,fp-row-count,68,
sta,setup_viol,228,
logic_synthesis,ys_area,4564,sq um
worst_setup_path,cp_num_buf_inv,1,
global_route,grtUsageTotal,8.161,%
route,drt_iter0_drc,79,
worst_setup_path,critical_path_class,"register to output pin",
logic_synthesis,ys_cells,228,
clocking,root_buffer,"clkbuf_16",
sta,rsz0062_at_grt,"yes",
sta,finalHoldViolations,0,
worst_setup_path,cp_cell_sequence,"buf_6",
logic_synthesis,netlist_top_cells_area,"dfxtp_1 (100%)",
logic_synthesis,synth_flop_count,228,
worst_setup_path,path_max_fanout,1,
logic_synthesis,synth_top_flop_cell,"dfxtp_1",
logic_synthesis,yosysUniqueCellTypes,1,
logic_synthesis,avgSynthCellArea,20.02,sq um
run,tool_warnings,28,
route,drc,0,
clocking,cts_num_sinks,228,
layout,drive_gt1_share,41.84,%
placement,port_buffers,456,
floorplanning,core-area,34370,sq um
run,cap_violations,0,
floorplanning,fp_util,13.28,%
[layout make-up]
type	instances	area (sq um)
Clock buffer	37	690.7
Timing Repair Buffer	456	3467
Fill cell	3560	24910
Clock inverter	8	121.4
Sequential cell	228	4617
Tap cell	455	569.3
[path summary, 6_finish.rpt]
| path | depth (start not counted) | end | slack (ns) | from |
|---|---|---|---|---|
| worst min-delay path | 1 | new_dr_data_2[31]$_DFF_P_ | 0.11 | destReg_data_complete2_out[31] |
| worst max-delay path | 1 | new_dr_data_2[27] | -0.15 | new_dr_data_2[27]$_DFF_P_ |
[sequential cells by signal, summed over array words and instances, names as in the netlist, 32 cells and up]
signal and cells:
new_dr_data_2 32, complete_pc_2 32, new_dr_data_0 32, complete_pc_1 32, new_dr_data_1 32, complete_pc_0 32
[per-layer routing]
metal	track usage, %	vias up	share of wire, %
li1	-	1673	-
met1	8.631	1513	34
met2	13.53	272	48
met3	5.089	23	16
met4	1.824	0	2.4
met5	0	-	0
[cells by family (layout without fill, tap and decap cells)]
| logic type | after synthesis | count (layout) | share of synthesized area [%] |
|---|---|---|---|
| buffers and inverters | 0 | 501 | 0 |
| DFF | 228 | 228 | 100.0 |
[repair_timing]
item	4_1_cts	5_1_grt
setup endpoints to repair	228	228
setup buffers	0	0
pin swaps	0	0
gates resized	764	28
[cells in the final DEF, fill, tap and decap left out, drive strengths merged]
cell type,n
clkdlybuf4s50,228
buf,228
dfxtp,228
clkbuf,37
clkinv,3
bufinv,3
inv,1
clkinvlp,1
[report_power, final]
group | switching [uW] | internal [uW] | leakage (uW)
clock network | 3490 | 5550 | 0.000393
logic | 265 | 1080 | 0.00180
registers | 102 | 9590 | 0.00192
total | 3860 | 16200 | 0.00412
[metrics by stage]
stage / hold WS (ns) / instance area (sq um) / power, uW
after floorplan: 0.2277 / 4564 / 9758
after global placement: 0.6490 / 9698 / 11700
after detailed placement: 0.6517 / 9698 / 11710
after CTS: 0.08411 / 9400 / 20450
after global routing: 0.08224 / 9465 / 20960
final: 0.1150 / 9465 / 20080
No activity file was given, so power comes from the tool's default toggle rates.
