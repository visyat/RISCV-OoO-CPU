## design/flow/run.sh

```bash
#!/bin/bash
# OpenROAD 26Q1-2900-gdf79404cd8, Yosys 0.63+post, stock flow scripts
make -C /OpenROAD-flow-scripts/flow DESIGN_CONFIG=/design/flow/config.mk WORK_HOME=/design/flow/orfs finish
```

## design/flow/config.mk

```make
export PLATFORM = sky130hd
export DESIGN_NAME = EX_MEM_Reg
export DESIGN_NICKNAME = EX_MEM_Reg
export VERILOG_FILES = /design/flow/design.v
export SDC_FILE = /design/flow/constraint.sdc
export NUM_CORES = 4
export LEC_CHECK = 1
export CORE_AREA = 10 10 185 185
export DIE_AREA = 0 0 195 195
```

## design/flow/constraint.sdc

```tcl
current_design EX_MEM_Reg

set clk_period 1.0
set clk_io_pct 0.2

create_clock -name clk0 -period $clk_period

set non_clock_inputs [all_inputs -no_clocks]
set_input_delay [expr $clk_period * $clk_io_pct] -clock clk0 $non_clock_inputs
set_output_delay [expr $clk_period * $clk_io_pct] -clock clk0 [all_outputs]
```

## design/flow/design.v

```verilog
`timescale 1ns/1ps
module EX_MEM_Reg (
    input clk,
    input rstn,
    input [31:0] PC_issue0_in,
    input [31:0] aluOutput_issue0_in,
    input [5:0] destReg_issue0_in,
    input [5:0] ROBNum_issue0_in,
    input [31:0] PC_issue1_in,
    input [31:0] aluOutput_issue1_in,
    input [5:0] destReg_issue1_in,
    input [5:0] ROBNum_issue1_in,
    input [31:0] PC_issue2_in,
    input [31:0] aluOutput_issue2_in,
    input [5:0] destReg_issue2_in,
    input [5:0] ROBNum_issue2_in,
    input [3:0] optype_issue2_in,
    output reg [31:0] PC_issue0_out,
    output reg [31:0] aluOutput_issue0_out,
    output reg [5:0] destReg_issue0_out,
    output reg [5:0] ROBNum_issue0_out,
    output reg [31:0] PC_issue1_out,
    output reg [31:0] aluOutput_issue1_out,
    output reg [5:0] destReg_issue1_out,
    output reg [5:0] ROBNum_issue1_out,
    output reg [31:0] PC_issue2_out,
    output reg [31:0] aluOutput_issue2_out,
    output reg [5:0] destReg_issue2_out,
    output reg [5:0] ROBNum_issue2_out,
    output reg [3:0] optype_issue2_out
);
    always @(*) begin
        if (~rstn) begin
            PC_issue0_out = 'b0;
            aluOutput_issue0_out = 'b0;
            destReg_issue0_out = 'b0;
            ROBNum_issue0_out = 'b0;
            PC_issue1_out = 'b0;
            aluOutput_issue1_out = 'b0;
            destReg_issue1_out = 'b0;
            ROBNum_issue1_out = 'b0;
            PC_issue2_out = 'b0;
            aluOutput_issue2_out = 'b0;
            destReg_issue2_out = 'b0;
            ROBNum_issue2_out = 'b0;
            optype_issue2_out = 'b0;
        end else begin
            PC_issue0_out = PC_issue0_in;
            aluOutput_issue0_out = aluOutput_issue0_in;
            destReg_issue0_out = destReg_issue0_in;
            ROBNum_issue0_out = ROBNum_issue0_in;
            PC_issue1_out = PC_issue1_in;
            aluOutput_issue1_out = aluOutput_issue1_in;
            destReg_issue1_out = destReg_issue1_in;
            ROBNum_issue1_out = ROBNum_issue1_in;
            PC_issue2_out = PC_issue2_in;
            aluOutput_issue2_out = aluOutput_issue2_in;
            destReg_issue2_out = destReg_issue2_in;
            ROBNum_issue2_out = ROBNum_issue2_in;
            optype_issue2_out = optype_issue2_in;
        end
    end
endmodule
```

==> Slide: Implementation Results <==
Synthesis and Place & Route Summary

Synth
  – Yosys Instances: 257
  – Sequential element share of the synthesized area: 0
  – Distinct lib cells used: 3
  – Largest cells by area after synthesis: and2_1 85%, buf_6 13%, buf_2 1.5%
  – Synth top cells by count: 232 x and2_1, 20 x buf_6, 5 x buf_2
  – Cells after synthesis: between 200 and 300
  – Post-synth top area cell: and2_1
  – Post-Syn Area: roughly 1700 sq um
  – Top-area cell share: 0.853
  – Synth Area per Inst: ~6.6 sq um
  – Most frequent cell after synthesis: and2_1
  – YS warnings: 1
  – Chip area in the Yosys report: 1700 sq um

Final timing
  – Final hold vios: 0
  – Fin. max-slew vios: 0
  – Peak Freq: between 700 and 800 MHz
  – Setup ws final: -0.404 ns
  – RSZ-0062 raised after global routing: yes
  – Final Cycle Share: 1.40
  – Final setup violating endpoints: around 230
  – Tmin final: ~1.4 ns
  – Slew HR: 0.906
  – Worst slew pin tran: roughly 0.14 ns

Detailed routing
  – Final WL: slightly below 20 mm
  – Wire per inst: between 15 and 20 um
  – Iteration-0 DRC Markers: 36
  – DRC Markers: 0
  – Iteration tally of the first detailed-router pass: 4
  – Antenna Nets Post-Route: 0
  – Vias: 3615
  – Drt via density: between 3 and 4
  – Diodes inserted: 0

Global route
  – Vias in the first global route: 3630
  – First-pass GRT wire length: 24.6 mm
  – GRT Resource Usage Total: 0.0825
  – Total global routing overflow: 0
  – Initial antenna violation count: 1
  – Largest net degree at the start of global routing: 39

Final layout
  – Register area: 0 sq um
  – Layout Cells excl Fill: 1180
  – Flops: 0
  – Area grow syn2layout: 351%
  – FILL cells: between 3000 and 4000
  – Final core area utilization: 0.252
  – Clock buffer count: 0
  – Layout cells sized above 1: 0.608

Floorplanning
  – Ports: roughly 470
  – Core Region: around 30000 sq um
  – Init Core Util: 0.0559
  – Chip area: ~38000 sq um
  – Die width: 195 um
  – Die Y: around 200 um
  – FP Rows: roughly 64

Placed design
  – Port bufs: roughly 470
  – DPL Wire Length: 14.9 mm
  – Dpl cells: around 1100
  – Placer Congestion: 0.825

Worst setup path
  – Critical path required time: roughly 0.80 ns
  – Crit path max fanout: 5
  – Crit Path Class: in2out
  – Worst setup EP type: output pin
  – Arrival @ worst endpoint: 1.20 ns
  – Startpoint type of the worst setup path: input pin
  – CP startpoint: rstn

Status
  – Outcome: finished with violations
  – Violated checks: setup timing

Clock tree
  – Hold_buf cts: 0

Pwr
  – Leak: 4.09 nW
  – Power Dens Cells: ~370 nW/um^2
  – Peak supply drop: a little under 0.2 mV

Job
  – Tool warnings: 35
  – Max-Cap Viols: 0

Worst hold path
  – Hold WC Path Type: in2out
  – Hold path depth: 3
  – Hold_sp: aluOutput_issue1_in[31]
-- final timing paths --
kind | to | slack, ns
worst min-delay path | aluOutput_issue1_out[31] | 0.68
worst max-delay path | ROBNum_issue1_out[3] | -0.40
-- layer usage --
layer	GRT usage	vias up	share of wire
li1	-	1807	-
met1	0.0922	1569	0.39
met2	0.155	233	0.52
met3	0.0286	6	0.089
met4	0.00113	0	0.0021
met5	0	-	0
-- placed cells by master, fill, tap and decap left out, drive strengths merged --
cell             n
dlymetal6s2s    39
clkdlybuf4s15    1
buf            143
dlygate4sd2     23
and2           232
clkbuf         150
clkdlybuf4s50  196
-- layout make-up --
class | instances | area (sq um) | share of cell area
tap | 396 | 495 | 0.0645
timing repair buffer | 552 | 5270 | 0.686
multi-input combinational | 232 | 1910 | 0.249
-- stage by stage --
stage	total power, W	area (sq um)	setup slack [ns]	setup TNS, ns	hold slack (ns)
final	0.00286	7680	-0.404	-54.63	0.681
after global routing	0.00306	7680	-0.430	-60.97	0.708
after CTS	0.00240	6840	-0.529	-83.65	0.815
after detailed placement	0.00236	6800	-0.589	-113.64	1.26
after global placement	0.00237	6800	-0.587	-113.63	1.26
after floorplan	0.000377	1700	0.245	0	0.477
-- worst max-delay path: stages --
cell,delay (ns)
buf_16,0.11
buf_12,0.14
buf_12,0.14
buf_12,0.13
buf_12,0.12
buf_12,0.11
and2_4,0.13
buf_6,0.11
-- timing repair --
| action | 4_1_cts | 5_1_grt |
|---|---|---|
| cloned | 4 | 7 |
| gates resized | 297 | 590 |
| endpoints found under the setup margin | 232 | 232 |
| buffers inserted | 7 | 54 |
| pin swaps | 8 | 42 |
-- cell families after synthesis --
logic type    synth area share
buf+inv                  0.147
simple gates             0.853
-- where the power goes --
| group | total (W) | switching [W] | leakage (nW) | internal (W) |
|---|---|---|---|---|
| Sequential | 0 | 0 | 0 | 0 |
| Combinational | 0.00286 | 0.000691 | 4.09 | 0.00217 |
| Clock | 0 | 0 | 0 | 0 |
Power is estimated from default activity; no workload was simulated.
