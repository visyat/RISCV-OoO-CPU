## design/flow/run.sh

```bash
#!/bin/bash
# OpenROAD 26Q1-2900-gdf79404cd8, Yosys 0.63+post, stock flow scripts
make -C /OpenROAD-flow-scripts/flow DESIGN_CONFIG=/design/flow/config.mk WORK_HOME=/design/flow/orfs finish
```

## design/flow/config.mk

```make
export PLATFORM = sky130hd
export DESIGN_NAME = decode
export DESIGN_NICKNAME = decode
export VERILOG_FILES = /design/flow/design.v
export SDC_FILE = /design/flow/constraint.sdc
export NUM_CORES = 4
export LEC_CHECK = 1
export CORE_AREA = 10 10 86 86
export DIE_AREA = 0 0 96 96
```

## design/flow/constraint.sdc

```tcl
current_design decode

set clk_period 5.2
set clk_io_pct 0.2

create_clock -name clk0 -period $clk_period

set non_clock_inputs [all_inputs -no_clocks]
set_input_delay [expr $clk_period * $clk_io_pct] -clock clk0 $non_clock_inputs
set_output_delay [expr $clk_period * $clk_io_pct] -clock clk0 [all_outputs]
```

## design/flow/design.v

```verilog
module controller(
    instr,
    clk,
    controlSignals,
    aluOp,
    lwSw
);
    input [31:0] instr;
    input clk;
    output reg [6:0] controlSignals;
    output reg [1:0] aluOp;
    output reg [1:0] lwSw;
    reg [6:0] opcode;
    always @(*) begin
        opcode = instr[6:0];
        if (opcode == 7'b0110011) begin  
            controlSignals = 7'b0100000;
            aluOp = 2'b10;
            lwSw = 2'b00;
        end else if (opcode == 7'b0010011) begin  
            controlSignals = 7'b1110000;
            aluOp = 2'b10;
            lwSw = 2'b00;
        end else if (opcode == 7'b0000011) begin  
            controlSignals = 7'b1110101;
            aluOp = 2'b00;
            lwSw = 2'b10;
        end else if (opcode == 7'b0100011) begin  
            controlSignals = 7'b1010010;
            aluOp = 2'b00;
            lwSw = 2'b01;
        end else if (opcode == 7'b1100011) begin  
            controlSignals = 7'b1001000;
            aluOp = 2'b01;
            lwSw = 2'b00;
        end else begin
            controlSignals = 7'b0000000;
            aluOp = 2'b00;
            lwSw = 2'b00;
        end
    end
endmodule
module immGen (
    instr,
    rstn,
  	clk,
    imm
);
    input [31:0] instr;
    input rstn;
    input clk;
    output reg [31:0] imm;
    reg [6:0] opcode;
    reg [19:0] nseImm;  
    always @(*) begin
        if (~rstn)begin
            opcode      <= 7'b0;
            nseImm      <= 20'b0;
            imm         <= 32'b0;
        end
        else begin
            opcode = instr[6:0];
            if (opcode == 7'b0010011) begin  
                nseImm[11:0] = instr[31:20];
            end else if (opcode == 7'b0000011) begin  
                nseImm[11:0] = instr[31:20];
            end else if (opcode == 7'b0100011) begin  
                nseImm[11:0] = {instr[31:25],instr[11:7]};
            end else if (opcode == 7'b1100011) begin  
                nseImm[11:0] = {instr[31],instr[7],instr[30:25],instr[11:8]};
            end else if (opcode == 7'b0110111) begin 
                nseImm[19:0] = instr[31:12];  
            end else begin
                nseImm = 20'b0;
            end
            if (opcode == 7'b0110111) begin
                imm[31:12] = nseImm[19:0];
                imm[11:0] = 12'b0;
            end
            else begin
                imm[11:0] = nseImm[11:0];
                imm[31:12] = {20{nseImm[11]}};
            end
        end
    end
endmodule
`timescale 1ns / 1ps
module decode(
    input [31 : 0]          instr,
    input                   clk,
    input                   rstn,
    output reg [6 : 0]      opcode,
    output reg [2 : 0]      funct3, 
    output reg [6 : 0]      funct7,
    output reg [4 : 0]      srcReg1,     
    output reg [4 : 0]      srcReg2,
    output reg [4 : 0]      destReg,     
    output reg [31 : 0]     imm,
    output reg              hasImm,
    output reg [1 : 0]      lwSw,        
    output reg [1 : 0]      aluOp,       
    output reg              regWrite,
    output reg              aluSrc,
    output reg              branch,
    output reg              memRead,
    output reg              memWrite,
    output reg              memToReg,
    output reg              storeSize
);
    wire [6 : 0]    controlSignals;
    wire [1 : 0]    aluOp_wire;
    wire [1 : 0]    lwsw_wire;
    wire [31 :0]    imm_wire;
    controller contMod (
        .instr(instr),
      	.clk(clk),
        .controlSignals(controlSignals),
        .aluOp(aluOp_wire),
        .lwSw(lwsw_wire)
    );
    immGen immMod (
        .instr(instr),
      	.clk(clk),
        .rstn(rstn),
        .imm(imm_wire)
    );
    always @(*) begin
        if (~rstn)begin
            opcode      <= 7'b0;
            funct3      <= 3'b0;
            funct7      <= 7'b0;
            destReg     <= 5'b0;
            srcReg1     <= 5'b0;
            srcReg2     <= 5'b0;
            imm         <= 32'b0;
            hasImm      <= 1'b0;
            lwSw        <= 2'b0;
            aluOp       <= 2'b0;
            regWrite    <= 1'b0;
            aluSrc      <= 1'b0;
            branch      <= 1'b0;
            memRead     <= 1'b0;
            memWrite    <= 1'b0;
            memToReg    <= 1'b0;
            storeSize   <= 1'b0;
        end
        else begin
            imm         <= imm_wire;
            lwSw        <= lwsw_wire;
            aluOp       <= aluOp_wire;
            opcode      = instr[6:0];
            funct3      <= instr[14:12];
            funct7      <= instr[31:25];
            srcReg1     <= instr[19:15];
            if (opcode == 7'b0000011) begin  
                destReg     = instr[11:7];
                srcReg2     = 5'b0;
                if (funct3 == 3'b000)
                    storeSize <= 1;
                else 
                    storeSize <= 0;
            end else if (opcode == 7'b0100011) begin  
                destReg     = 5'b0;
                srcReg2     = instr[24:20];
                if (funct3 == 3'b000)
                    storeSize <= 1;
                else 
                    storeSize <= 0;
            end else begin
                destReg     = instr[11:7];
                srcReg2     = instr[24:20];
                storeSize <= 0;
            end
            hasImm      <= controlSignals[6];
            regWrite    <= controlSignals[5];
            aluSrc      <= controlSignals[4];
            branch      <= controlSignals[3];
            memRead     <= controlSignals[2];
            memWrite    <= controlSignals[1];
            memToReg    <= controlSignals[0];
        end
    end
endmodule
```

==> impl_metrics.toml <==
# generated from flow reports
[power_and_ir_drop]
power.leakage_uw = 0.0007189
p_per_area_nw_per_um2 = 46.71
peakVddDrop_mv = 0.02572
power_uw = 94.32

[routing]
ant_nets = 0
dr.first_iter.drc_count = 61
num_vias = 1422
dr.pass1.iters = 4
postRouteWirelength_um = 5311
antennaDiodeCount = 0
vias_per_cell = 4.430
drc = 0
avgRoutedWirePerCell_um = 16.55

[global_routing]
grt_max_degree = 33
track_usage = 0.1068
antenna_found_initial = 0
grt_pass1_vias = 1438
grt.overflow.total = 0
grt_pass1_wl_um = 7859

[clocking]
cts_resized = 0
cts_hold_buffers = 0
post_cts_buffers = 0

[run]
warning_count = 33
max-cap-violations = 0

[placed_design]
place_hpwl_um = 4476
place_congestion = 0.8613
port_buffers = 109

[yosys]
synth.cell_area_um2 = 935.9
ys_cells = 155
postSynthAreaPerCell_um2 = 6.038
yosysWarnings = 11
synth_chip_area_um2 = 935.9
area_leaders = "and2_1 (19%), a21oi_1 (9.1%), nand2_1 (8.8%)"
synth_cell_types = 35
largest_area_cell = "and2_1"
yosysSeqAreaShare = 0
synthCells = 155
top_area_frac = 0.1872

[cells_and_area]
nFlopsAndLatches = 0
seqCellArea_um2 = 0
clock_buffers = 0
syn_to_final_growth_pct = 115.8
layout-drive-gt1-share = 0.06024

[floorplan]
chipArea_um2 = 9216
initial_utilization = 0.1689
die_h_um = 96
io_pins = 110
num_rows = 27
fp.dieW_um = 96
core_um2 = 5540

[sta]
worst_pin_slew_ns = 0.6145
slew_viol_final = 0
fin_crit_sh = 0.8747
slew_headroom = 0.5878
fmax_ghz = 0.2199
period_needed_ns = 4.548
tns_ns = 0
setup_viol = 0
grt_setup_unrepaired = "no"
hold_violations = 0

[critical_path]
crit_fanout = 13
start_kind = "primary input"
crit_buf_inv = 3
worstPathRequired_ns = 4.16
cp_slowest_cell = "clkdlybuf4s50_1"
critPathMaxStageDelay_ns = 0.72
path_cells = "clkdlybuf4s50_1 -> and2_1 -> and3_1 -> buf_4 -> nand2_1 -> a21oi_1 -> clkdlybuf4s50_1"
arrival_ns = 3.51
worstSetupEndpointType = "output port"
crit_family = "buffers and inverters"
path_common_cell = "clkdlybuf4s50_1"
crit_type = "in -> out"

[worst_hold_path]
holdCritStartpoint = "instr[19]"
whs_endpoint = "imm[19]"
worstHoldPathType = "in -> out"
hold_depth = 4

[outcome]
status = "finished clean"
how the worst max path moves through the flow:
stage	from	to	cells after the start
after CTS	instr[5]	imm[21]	7
after global routing	instr[5]	imm[27]	7
final	instr[5]	imm[21]	7
report_power, final:
part	internal [uW]	switching (uW)	total, uW
clock	0	0	0
combinational	60.7	33.7	94.3
sequential	0	0	0
total	60.7	33.7	94.3
cell type report:
type | instances | area (um2)
tap | 72 | 90.09
timing repair buffer | 112 | 1114
multi-input combinational | 132 | 797.0
inverter | 5 | 18.77
fill | 610 | 3521
synth_stat cells, types with 3 or more instances:
cell type / n
inv_1: 3
buf_2: 3
clkbuf_1: 5
o22ai_1: 7
buf_6: 3
and3_1: 6
nand2_1: 22
and2_1: 28
o21ai_0: 4
nand2b_1: 3
nor2_1: 17
a211oi_1: 3
buf_4: 7
a21oi_1: 17
worst min-delay path, cell delays in order:
cell and delay (ns):
clkdlybuf4s50_1 0.42, nand2_1 0.06, a21oi_1 0.06, clkdlybuf4s50_1 0.40
cells in the final DEF (no fill, tap or decap):
cell type / netlist / layout
inv_2: 1 / 1
a2111oi_2: 1 / 1
and4bb_1: 1 / 1
a22oi_1: 2 / 2
and2_1: 28 / 28
nand2_1: 22 / 22
inv_1: 3 / 3
and3_1: 6 / 6
or2_1: 1 / 1
nand3_1: 1 / 1
a21oi_1: 17 / 17
nand2_2: 2 / 2
nor3_1: 1 / 1
clkdlybuf4s50_1: 0 / 109
and2_2: 1 / 1
o21a_1: 2 / 2
o221a_1: 1 / 1
a211oi_2: 2 / 2
a211oi_1: 3 / 3
nand2b_4: 2 / 2
or3_1: 1 / 1
nor2_1: 17 / 17
nand2b_1: 3 / 3
clkinv_1: 1 / 1
nand4bb_4: 1 / 1
or4b_1: 1 / 1
nor4_1: 2 / 2
buf_4: 7 / 3
nor3_4: 1 / 1
nor2b_1: 1 / 1
o21ai_0: 4 / 4
or3_4: 1 / 1
o22ai_1: 7 / 7
cells by family (layout without fill, tap and decap cells):
kind of cell | Yosys count | in the layout | synth area share
buf+inv | 23 | 117 | 0.1484
compound gates | 39 | 39 | 0.2700
simple gates | 93 | 93 | 0.5816
stage by stage:
step | worst slack [ns] | hold WS, ns | area (um2) | instances | util
4_1_cts | 0.6523 | 3.020 | 2019 | 321 | 0.3645
6_report | 0.6517 | 3.020 | 2019 | 321 | 0.3645
3_5_place_dp | 0.6594 | 3.021 | 2019 | 321 | 0.3645
5_1_grt | 0.4550 | 3.065 | 2019 | 321 | 0.3645
3_3_place_gp | 0.6870 | 3.019 | 2019 | 321 | 0.3645
2_1_floorplan | 2.113 | 2.148 | 935.9 | 155 | -
routing by layer:
metal,GRT usage,wire [um],vias to the layer above
li1,-,-,721
met1,0.1342,2216,634
met2,0.1816,2453,65
met3,0.03616,607,2
met4,0.004914,35,0
met5,0,0,-
